$ cat flow/config.mk
export PLATFORM = sky130hd
export DESIGN_NAME = PK
export DESIGN_NICKNAME = PK
export VERILOG_FILES = /design/flow/design.v
export SDC_FILE = /design/flow/constraint.sdc
export NUM_CORES = 4
export LEC_CHECK = 1
export CORE_AREA = 10 10 70 70
export DIE_AREA = 0 0 80 80
$ cat flow/constraint.sdc
current_design PK

set clk_period 3.9
set clk_io_pct 0.2

create_clock -name clk0 -period $clk_period [get_ports {clk}]

set non_clock_inputs [all_inputs -no_clocks]
set_input_delay [expr $clk_period * $clk_io_pct] -clock clk0 $non_clock_inputs
set_output_delay [expr $clk_period * $clk_io_pct] -clock clk0 [all_outputs]
$ cat flow/run.sh
#!/bin/bash
# OpenROAD 26Q1-2900-gdf79404cd8, Yosys 0.63+post, stock flow scripts
make -C /OpenROAD-flow-scripts/flow DESIGN_CONFIG=/design/flow/config.mk WORK_HOME=/design/flow/orfs finish
$ cat flow/design.v
`timescale 1ns / 1ps
module PK
#(parameter n=8)
(
	input [n-1:0] yk, 
	input clk,
	output reg [n-1:0] pk
    );
localparam a=8'b01010101; 
wire [n-1:0] mult1;
assign mult1=yk*a ;  
always@(posedge clk) 
	begin 
		pk <= mult1;
	end
endmodule
==> impl_metrics.py <==
# Generated from Yosys and OpenROAD reports
metrics = {
    "power": {
        "power.internal_uw": 213,
        "power_uw": 280,
        "pwr-share-comb": 0.397,
        "swShare": 0.241,
        "power.switching_uw": 67.6,
        "power_frac_seq": 0.388,
        "clockPowerShare": 0.215,
        "power_density_mw_per_mm2": 428,
        "vdd_drop_max_uv": 77.3,
        "leakagePower_uw": 0.000291,
    },
    "routing": {
        "wl_per_cell_um": 7.85,
        "drc": 0,
        "num_antenna_cells": 0,
        "vias": 292,
        "drt-pass1-iter-count": 2,
        "first_iter_violations": 4,
        "routed_wl_um": 785,
        "vias_per_cell": 2.92,
        "antenna_left": 0,
    },
    "cts": {
        "clock-sinks": 8,
        "postCtsSetupBuffers": 0,
        "cts_buffer_depth": 2,
        "hold_buffers": 0,
        "cts-root-buf": "clkbuf_4",
        "cts_max_level": 1,
        "cts.reportedPaths.clkPinSlew_ns": 0.05,
        "cts_tree": "yes",
        "cts_resized": 0,
        "cts_made_buffers": 3,
    },
    "timing": {
        "finalHoldViolCount": 0,
        "finalClockPeriodUsage": 0.807,
        "final-setup-viol-count": 0,
        "fin_tns_setup_ns": 0,
        "rsz0062_at_grt": "no",
        "period_needed_ns": 3.15,
        "tightest_slew_ns": 0.163,
        "max-slew-margin-rel": 0.891,
        "max_freq_ghz": 0.318,
        "drv_slew": 0,
    },
    "setup_path": {
        "critPathArrivalTime_ns": 3.28,
        "start_kind": "primary input",
        "crit_fanout": 2,
        "end_kind": "register",
        "worst-setup-path-type": "primary input to register",
        "required_ns": 4.04,
    },
    "global_route": {
        "antenna_found_initial": 0,
        "grt_max_degree": 5,
        "grtUsageTotal": 0.0240,
        "grt_pass1_wl_um": 1280,
        "gr-total-overflow": 0,
        "grt_pass1_vias": 311,
    },
    "min_path": {
        "hold_depth": 1,
        "hold_path.class": "primary input to register",
    },
    "die": {
        "die_w_um": 80,
        "rows": 21,
        "ios": 17,
        "die_area_mm2": 0.00640,
        "fp_util": 0.122,
        "coreArea_mm2": 0.00342,
        "chipHeight_um": 80,
    },
    "place": {
        "globalplace.congestion": 0.695,
        "io_buffers": 16,
        "placed_cells": 97,
        "hpwlAfterDp_um": 753,
    },
    "final_layout": {
        "syn2layout_area_growth_pct": 57.8,
        "fillers": 376,
        "largest_register_ffs": 8,
        "lay_top_cells": "16 x clkdlybuf4s50_1, 8 x ha_1, 8 x dfxtp_1",
        "lay_top_count": "clkdlybuf4s50_1",
        "largestRegisters": "pk: 8 flops",
        "fin_util": 0.192,
        "drive_gt1_frac": 0.0741,
        "regMostFlops": "pk",
        "layoutNonFillerInstCount": 100,
    },
    "synthesis": {
        "ys_area_um2": 415,
        "synth_area_um2": 415,
        "syn_inst": 35,
        "postSynthAreaPerCell_um2": 11.9,
        "synth_cell_types": 10,
        "yosys_cells": 35,
        "ys_ff": 8,
        "yosys_warnings": 1,
        "ys_seq_share": 0.386,
    },
    "run": {
        "maxCapViolCount": 0,
        "warnings": 25,
    },
    "run_status": {
        "status": "complete, no violations",
    },
}
-- power groups by stage --
stage     clock network [µW]  registers [µW]  logic (µW)
4_1_cts                 64.1             109         115
5_1_grt                 67.8             112         127
6_report                60.3             109         111
-- final timing paths --
| kind | startpoint | to | slack, ns |
|---|---|---|---|
| setup / recovery | yk[0] | pk[7] | 0.75 |
| hold / removal | yk[0] | pk[0] | 1.02 |
-- per-stage QoR --
stage	instance area [µm²]	hold slack (ns)	setup WS, ns
floorplan	415	0.808	1.01
global placement	633	1.27	0.503
detailed placement	633	1.29	0.478
CTS	656	1.01	0.739
global route	656	1.01	0.634
finish	656	1.02	0.754
-- cell usage after synthesis --
cell type  number  area, µm²
dfxtp_1         8        160
nand3_1         1       5.00
a21o_1          1       7.51
ha_1            8        100
inv_1           7       26.3
nand2_1         1       3.75
xnor2_1         3       26.3
xor2_1          2       17.5
a21oi_2         1       8.76
fa_1            3       60.1
-- per-layer routing --
metal	GRT usage	part of all wire
met5	0	0
met4	0.0141	0.050
met3	0.00795	0.11
met2	0.0417	0.52
met1	0.0244	0.31
-- worst max-delay path, stage by stage --
cell,delay [ns]
clkdlybuf4s50_1,0.42
ha_1,0.31
ha_1,0.32
ha_1,0.31
inv_1,0.05
fa_1,0.49
inv_1,0.04
ha_1,0.32
a21oi_2,0.14
xnor2_1,0.08
-- cell families (layout without fill, tap and decap cells) --
family | count (synthesis) | in the layout | share of synthesized area
AOI/OAI and AO/OA | 2 | 2 | 0.0392
xor gates and xnor gates | 5 | 5 | 0.105
adders and majority gates | 11 | 11 | 0.386
buffers and inverters | 7 | 26 | 0.0633
DFF | 8 | 8 | 0.386
and+or+nand+nor | 2 | 2 | 0.0211
-- area by class of cell --
class	count	area [µm²]	area share
multi-input cells	20	229	0.349
flip-flops and latches	8	160	0.244
repair buffers	16	160	0.244
well taps	46	57.6	0.0878
inverters	7	26.3	0.0401
clock buffers	3	22.5	0.0344
Power is estimated from default activity; no workload was simulated.
