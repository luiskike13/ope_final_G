$ cat ./design.v
`timescale 1ns / 1ps
module IK
	#(parameter n=8)
(
	input [n-1:0] yk,rk,
	input clk, enable_ik,enable_ik_1,
	output reg [n-1:0] ik
    );
localparam b=8'b01110101; 
wire [n-1:0] sum1, mult2,sum2;
assign sum1=yk + rk ;  
reg [n-1:0] reg_sum1,reg_mult2,reg_ik_1;
	always@(posedge clk) 
		begin 
			reg_sum1<=sum1;
		end
assign mult2=reg_sum1*b;
assign sum2=reg_mult2+reg_ik_1;
	always@(posedge clk) 
		begin
			reg_mult2<=mult2;
		end
	always@(posedge clk) 
		begin ik <=0;
			if (enable_ik)
				ik <= sum2;			
		end	
	always@(posedge clk) 
		begin reg_ik_1 <=0;
			if (enable_ik_1)
				reg_ik_1 <= ik;			
		end			
endmodule
$ cat ./config.mk
export PLATFORM = sky130hd
export DESIGN_NAME = IK
export DESIGN_NICKNAME = IK
export VERILOG_FILES = /design/flow/design.v
export SDC_FILE = /design/flow/constraint.sdc
export NUM_CORES = 4
export LEC_CHECK = 1
export CORE_AREA = 10 10 102 102
export DIE_AREA = 0 0 112 112
$ cat ./run.sh
#!/bin/bash
# OpenROAD 26Q1-2900-gdf79404cd8, Yosys 0.63+post, stock flow scripts
make -C /OpenROAD-flow-scripts/flow DESIGN_CONFIG=/design/flow/config.mk WORK_HOME=/design/flow/orfs finish
$ cat ./constraint.sdc
current_design IK

set clk_period 4.6
set clk_io_pct 0.2

create_clock -name clk0 -period $clk_period [get_ports {clk}]

set non_clock_inputs [all_inputs -no_clocks]
set_input_delay [expr $clk_period * $clk_io_pct] -clock clk0 $non_clock_inputs
set_output_delay [expr $clk_period * $clk_io_pct] -clock clk0 [all_outputs]
==> run_results.csv <==
group,metric,value,unit
sta,max_slew_margin,74.3,%
sta,hold_viol_final,0,
floorplan,rows,33,
synthesis,ys_cells,162,
min_path,hp-class,"reg2reg",
routing,drt_pass1_iterations,4,
synthesis,ff_type,"dfxtp_1",
routing,drc,0,
sta,max_slew.worst_pin.slew,0.384,ns
power_and_ir_drop,internal_power,783,uW
synthesis,synth_area_per_cell,10.6,sq um
synthesis,synth_cell_types,35,
cells_and_area,final_layout_size_suffix_gt1_share,5.13,%
synthesis,synthesis.area,1720,sq um
critical_path,cp.arrival,3.18,ns
floorplan,dieArea,12500,sq um
clocking,root_buffer,"clkbuf_8",
floorplan,coreArea,8220,sq um
clocking,cts_inserted_buffers,5,
floorplan,chipHeight,112,um
critical_path,cp_data_required_time,4.81,ns
synthesis,async_flop_share,0,%
critical_path,crit_top_cell,"fa_1",
cells_and_area,final_util,26.8,%
clocking,cts_tree,"done",
sta,rsz0062_at_grt,"no",
routing,diodes,0,
placement,hpwl,2.28,mm
critical_path,cp_cell_sequence,"fa_1 -> fa_1 -> ha_1 -> fa_1 -> ha_1 -> a21oi_1 -> xnor2_1 -> xnor2_1",
power_and_ir_drop,clockPowerShare,18.8,%
critical_path,max_stage_delay,0.46,ns
synthesis,edf_count,0,
sta,slew_viol_final,0,
sta,period_needed,2.97,ns
routing,vias_per_cell,3.77,
critical_path,startpoint_type,"register",
synthesis,netlist_instances,162,
cells_and_area,final_common_cell,"dfxtp_1",
clocking,ctsResizeCount,0,
critical_path,crit_type,"reg2reg",
synthesis,ys_area,1720,sq um
placement,port_buffers,26,
sta,tns,0,ns
clocking,ctsHoldBuffers,0,
clocking,cts.sinks,32,
global_route,grt_pass1_wl,4.79,mm
cells_and_area,layout_top_cells,"32 x dfxtp_1, 26 x ha_1, 26 x clkdlybuf4s50_1",
routing,antenna_left,0,
clocking,postCtsSetupBuffers,0,
global_route,grt_max_degree,13,
cells_and_area,syn_to_final_growth,27.7,%
clocking,clk_latency,0.28,ns
clocking,clk_pin_slew,0.06,ns
job,warning_count,25,
routing,num_vias,1130,
routing,wirelength,2.83,mm
floorplan,fp_util,21.0,%
power_and_ir_drop,power_density,517,nW/um^2
global_route,grt_pass1_vias,1138,
synthesis,synth_warnings,1,
power_and_ir_drop,switchingPower,355,uW
critical_path,critPathMaxFanout,5,
run_status,outcome,"completed",
sta,period_used_share,64.5,%
power_and_ir_drop,pwr-share-seq,35.2,%
critical_path,cp-end-kind,"register",
placement,gp_congestion,0.803,
critical_path,slowest_stage,"fa_1",
clocking,htree_levels,2,
power_and_ir_drop,leakagePower,0.942,nW
sta,setup_viol,0,
sta,skew,0.00368,ns
power_and_ir_drop,swShare,31.2,%
routing,wl_per_cell,9.43,um
power_and_ir_drop,comb_power_share,46.1,%
global_route,grt_usage,4.45,%
synthesis,ys_seq_share,37.2,%
cells_and_area,final_cells,300,
placement,dp_cells,292,
global_route,antenna_found_initial,0,
clocking,clock_path_buffers,2,
global_route,overflow,0,
routing,drt_iter0_markers,21,
power_and_ir_drop,ir_worst_vdd,0.000196,V
sta,fmax,337,MHz
floorplan,die_w,112,um
job,maxCapViolCount,0,
synthesis,synth_flops,32,
floorplan,io_pins,27,
[sequential cells by signal (all words and copies together) (netlist names)]
register   count
ik             8
reg_ik_1       8
reg_mult2      8
reg_sum1       8
[worst paths after layout]
kind                                  start            to  slack [ns]  cells past startpoint
worst max-delay path            reg_sum1[1]  reg_mult2[7]        1.63                      8
worst min-delay path            reg_sum1[0]  reg_mult2[0]        0.41                      0
worst max register to register  reg_sum1[1]  reg_mult2[7]        1.63                      8
worst min register to register  reg_sum1[0]  reg_mult2[0]        0.41                      0
[synthesized netlist by cell type, types with 4 or more instances]
cell type  number  area, sq um
a21oi_1         7         35.0
and2_1         10         62.6
dfxtp_1        32          641
fa_1            6          120
ha_1           26          325
inv_1          12         45.0
nand2_1         4         15.0
nor2_1          6         22.5
nor2b_1         6         37.5
xnor2_1        15          131
[cells by family (layout without fill, tap and decap cells)]
family,after synthesis,count (layout),synth area share [%]
DFF,32,32,37.2
buffers and inverters,13,46,2.83
xor gates and xnor gates,18,18,9.14
muxes,2,2,1.16
adders and majority gates,32,32,25.8
and+or+nand+nor,40,40,13.9
AOI/OAI and AO/OA,25,25,9.94
[power by group through the flow]
stage,logic (mW),registers (mW),clock network (mW)
after CTS,0.537,0.402,0.221
after global routing,0.612,0.409,0.231
final,0.524,0.400,0.214
[cell type report]
class	instances	area [sq um]
Clock buffer	8	90.1
Fill cell	860	6010
Inverter	12	45.0
Multi-Input combinational cell	117	1030
Sequential cell	32	641
Tap cell	105	131
Timing Repair Buffer	26	260
[stage by stage]
| stage | power [mW] | setup slack (ns) | instance area (sq um) | hold WS [ns] |
|---|---|---|---|---|
| after floorplan | 0.799 | 1.74 | 1720 | 0.394 |
| after global placement | 0.934 | 1.67 | 2110 | 0.404 |
| after detailed placement | 0.937 | 1.61 | 2110 | 0.409 |
| after CTS | 1.16 | 1.59 | 2200 | 0.419 |
| after global routing | 1.25 | 1.46 | 2200 | 0.442 |
| final | 1.14 | 1.63 | 2200 | 0.414 |
[critical path: cells and delay by family (launching register included)]
kind                       cells  cell delay (ns)
DFF                            1             0.43
AOI/OAI and AO/OA              1             0.17
xor gates and xnor gates       2             0.28
adders and majority gates      5             2.03
[layer usage]
layer  up-vias  GRT usage [%]  share of wire [%]
li1        618              -                  -
met1       474           6.30                 53
met2        30           6.33                 38
met3         8           1.74                6.8
met4         0          0.846                2.0
met5         -              0                  0
Power and IR drop assume default switching activity.
